==> design/flow/design.v <==
module nco #(
   parameter integer WAVE_WIDTH       = 16,          
   parameter integer LOOKUP_TBL_SIZE  = 128,        
   parameter integer SCALE_INT_WIDTH  = 2,           
   parameter integer SCALE_Q_WIDTH    = 14,          
   parameter integer OUTPUT_WIDTH     = WAVE_WIDTH   
)
(
  input                                                     clk,             
  input                                                     rst,             
  input             [31:0]                                  freq_in,         
  input             [SCALE_INT_WIDTH + SCALE_Q_WIDTH - 1:0] scale_factor,    
  input             [12:0]                                  phase,           
  output reg signed [WAVE_WIDTH - 1:0]                      sine_out,        
  output reg signed [WAVE_WIDTH - 1:0]                      cos_out,         
  output reg signed [WAVE_WIDTH - 1:0]                      scaled_sine_out  
);
parameter lookup_bits = $clog2(LOOKUP_TBL_SIZE);
parameter AMPLITUDE = 2**(WAVE_WIDTH - 1) - 1;
reg [31:0] phase_accumulator;  
reg [31:0] sine_lut [0:LOOKUP_TBL_SIZE - 1];  
reg [31:0] cos_lut  [0:LOOKUP_TBL_SIZE - 1];  
reg [31:0] phase_increment;
reg signed [WAVE_WIDTH + SCALE_INT_WIDTH + SCALE_Q_WIDTH:0] scaled_wave;
reg [lookup_bits:0] initial_phase;
wire [lookup_bits - 1:0] current_phase;
integer i;
initial begin
  for (i = 0; i < LOOKUP_TBL_SIZE; i = i + 1) begin
    sine_lut[i] = ($sin((2.0 * 3.1418 * i) / LOOKUP_TBL_SIZE) * AMPLITUDE);
    cos_lut[i]  = ($cos((2.0 * 3.1418 * i) / LOOKUP_TBL_SIZE) * AMPLITUDE);
  end
end
always @ (posedge clk or posedge rst) begin
   if (rst) begin
      initial_phase <= 0;
   end
   else begin
      initial_phase <= phase;
   end
end
always @ (posedge clk or posedge rst) begin
   if (rst) begin
      phase_increment <= 0;
   end
   else begin
      phase_increment <= freq_in;  
   end
end
always @ (posedge clk or posedge rst) begin
  if (rst) begin
    phase_accumulator <= 0;
  end else begin
    phase_accumulator <= phase_accumulator + phase_increment;
  end
end
assign current_phase = phase_accumulator[31:32-lookup_bits] + initial_phase;
always @ (posedge clk) begin
  sine_out <= sine_lut[current_phase];
  cos_out <= cos_lut[current_phase];
end
always @ (posedge clk) begin
  scaled_wave <= $signed(sine_out) * $signed(scale_factor) >>> (SCALE_Q_WIDTH);
  scaled_sine_out = $signed(scaled_wave[OUTPUT_WIDTH - 1: 0]);
  cos_out <= cos_lut[current_phase];
end
endmodule
==> design/flow/run.sh <==
#!/bin/bash
# OpenROAD 26Q1-2900-gdf79404cd8, Yosys 0.63+post, stock flow scripts
make -C /OpenROAD-flow-scripts/flow DESIGN_CONFIG=/design/flow/config.mk WORK_HOME=/design/flow/orfs finish
==> design/flow/config.mk <==
export PLATFORM = sky130hd
export DESIGN_NAME = nco
export DESIGN_NICKNAME = nco
export VERILOG_FILES = /design/flow/design.v
export SDC_FILE = /design/flow/constraint.sdc
export NUM_CORES = 4
export LEC_CHECK = 1
export CORE_UTILIZATION = 30
export SYNTH_MEMORY_MAX_BITS = 65536
==> design/flow/constraint.sdc <==
current_design nco

set clk_period 13.8
set clk_io_pct 0.2

create_clock -name clk0 -period $clk_period [get_ports {clk}]

set non_clock_inputs [all_inputs -no_clocks]
set_input_delay [expr $clk_period * $clk_io_pct] -clock clk0 $non_clock_inputs
set_output_delay [expr $clk_period * $clk_io_pct] -clock clk0 [all_outputs]
==> notes.md <==
The layout was made with Yosys and OpenROAD.

The highest clock rate this design can be run at is 111.1 MHz. The number of input and output port buffers inserted is 104. Looking at the clock tree report, the H-tree level count equals 4. The tally of yosys warning messages is 273. The reported max-cap violation count is 0. The count of library flops with an enable pin is 0. The overall die height is 249.1 µm. Global routing used 18.80% of the available tracks across all layers. According to the dpl log, the detail-placed design has an HPWL of 39050 µm. In the log, the iteration count for the first detailed-route pass is 6. For reference, the critical path cell chain is clkdlybuf4s50_1 -> nand2_1 -> fa_1 -> inv_1 -> fa_1 -> fa_1 -> fa_1 -> fa_1 -> inv_1 -> fa_1 -> inv_1 -> ha_1 -> a21o_1 -> a21o_1 -> a2111oi_0 -> nor3_1 -> a221oi_2 -> o2111ai_1 -> a21oi_1 -> xnor2_1. The routed design has 54810 µm of wire. The count of cell instances traversed by the critical path is 20. The warning total across the stage logs is 48. The total placed instance area is 0.02016 mm². The class of the worst hold path is reg -> reg. Per the final timing report, the hold violations number 0. The detailed-route DRC error count is 0. Of the combinational cells, the family taking the most area is adder cells. The floorplan step defined a die boundary enclosing 0.06205 mm². For this design, Yosys synthesis ends with a cell count of 2116. The share of the Yosys chip area taken by registers is 16.69%.

The hold-fix buffer count after cts is 0. The post-synthesis to final-layout area growth is 13.15%. The total of flip-flops plus latches after synthesis is 135.

The category of the critical setup timing path is in -> reg. In the final report, the number of pins over their slew limit comes to 0. The setup clock skew after layout is 0.01637 ns.

In the final report, the number of endpoints failing setup comes to 0. The largest delay contributor family on the critical path is adder cells. The floorplan step set the die width to 249.1 µm. The run finished with clean final reports. The end point of the critical path is scaled_wave[15]$_DFF_P_.

The worst setup slack for register-to-register paths is 7.32 ns. Summing every instance area after synthesis gives 0.01832 mm². The worst register-to-register path begins at sine_out[10]$_DFF_P_. The clock tree root driver cell is sky130_fd_sc_hd__clkbuf_16. The TritonCTS sink count is 135. The placeable core area is 0.06036 mm². The data arrival time of the critical path is 9.39 ns. The worst path in the final design needs a cycle of 9.001 ns, including I/O delays and setup. The fraction of the mapped netlist area in adder cells is 36.48%.

The total negative slack for setup checks is 0 ns. Along the worst path, the maximum fanout reaches 16. The final cycle utilization of the critical path is 65.23%.

The final design area excluding fillers is 0.02073 mm². Nets still carrying antenna violations after routing amount to 0.

For this design the top-level I/O count stands at 111. The worst slew slack as a fraction of its limit is 26.85%. The synthesized instance count is 2116. The overflow left after global routing is 0. The capturing point of the worst reg2reg path is scaled_wave[15]$_DFF_P_. The number of placement rows is 90.

Per the final layout report, the fraction of cells sized above drive strength 1 comes to 4.905%. The routed length per placed instance is 18.62 µm. The share of synthesized registers carrying an async set or reset is 52.59%.

The number of global-route vias before repair is 15888. The cell with the biggest individual delay on the critical path is sky130_fd_sc_hd__clkdlybuf4s50_1. The source of the critical timing path is scale_factor[10].

The chip area estimate from yosys synthesis is 0.01832 mm². The area fraction in compound gates is 17.12%. Clock-pin slew was measured on the worst setup and hold paths at 0.07 ns. The final estimated routing congestion in global placement is 1.004. The fill cell total of the finished layout is 6041.

The pin count of the biggest net entering global routing is 69. The first global-routing pass estimated 88460 µm of wire. The top flip-flop cell by instance count after synthesis is sky130_fd_sc_hd__dfrtp_1. The mux share of post-synthesis cell area is 1.243%. TritonCTS built the clock tree. Buffers added to address setup during post-CTS repair amount to 0. STA classifies the critical path startpoint as a primary input. For reference, simple AND, OR, NAND and NOR cells occupy 15.81% of the area reported after synthesis. In this run the deepest clock path goes through 2 buffers. The number of unique standard cell types used by synthesis is 77. The initial antenna violation count is 0. Gates resized during post-CTS repair numbered 0. The latest clock arrival within the worst-skew pair is 0.48 ns. Setup repair after global routing left no endpoint under its margin. In the floorplan report the effective utilization is 30.35%. The routed layout has 15505 vias.

Together, buffers and inverters on the worst path number 4. The delay of the slowest cell on the worst path is 1.03 ns. The transition time at the pin with the least slew margin is 1.093 ns.

CTS added clock buffers totalling 17. STA classifies the critical path endpoint as a flip-flop. A synthesized cell averages 8.657 µm². Dividing the detail-routed via count by the number of cells gives 5.267. The most frequent cell on the critical path is sky130_fd_sc_hd__fa_1.

The number of cells on the worst reg-to-reg path is 19. The worst path required time is 14.19 ns. The post-synthesis share of cell area spent on xor and xnor gates is 3.545%. In this run, the number of DRC markers left after iteration 0 of detailed routing was 1313.
==> cell type report <==
class / count / area [µm²] / share of cell area, %
well taps: 782 / 978.4 / 4.721
clock buffers: 18 / 439.2 / 2.119
repair buffers: 147 / 1364 / 6.580
inverters: 294 / 1104 / 5.324
flip-flops and latches: 135 / 3058 / 14.75
diodes: 1 / 2.502 / 0.01207
clock inverters: 14 / 126.4 / 0.6097
multi-input cells: 1553 / 13650 / 65.88
==> metrics by stage <==
stage	instances	setup WS, ns	hold WS [ns]	utilization [%]
3_5_place_dp	2911	4.373	0.3132	33.40
2_1_floorplan	2116	5.434	0.3096	-
5_1_grt	2943	4.284	0.3174	34.33
4_1_cts	2943	4.863	0.3147	34.33
3_3_place_gp	2911	4.382	0.3109	33.40
6_report	2944	4.799	0.3151	34.34
==> synth_stat cells (all sizes together) (7+ instances only) <==
| cell | count | area, µm² |
|---|---|---|
| a2111oi | 7 | 67.56 |
| a211oi | 31 | 232.7 |
| a21o | 26 | 195.2 |
| a21oi | 115 | 586.8 |
| a221oi | 15 | 137.6 |
| a22oi | 9 | 67.56 |
| a311oi | 16 | 140.1 |
| a31oi | 28 | 175.2 |
| and2 | 135 | 844.6 |
| and3 | 9 | 56.30 |
| buf | 49 | 246.5 |
| clkbuf | 85 | 319.1 |
| dfrtp | 71 | 1777 |
| dfxtp | 64 | 1281 |
| fa | 249 | 4985 |
| ha | 134 | 1677 |
| inv | 293 | 1100 |
| mux2i | 7 | 70.07 |
| nand2 | 228 | 855.8 |
| nand2b | 9 | 56.30 |
| nand3 | 49 | 245.2 |
| nor2 | 107 | 409.1 |
| nor3 | 30 | 155.1 |
| nor3b | 7 | 52.55 |
| o211ai | 26 | 195.2 |
| o21a | 8 | 60.06 |
| o21ai | 101 | 505.5 |
| o21bai | 7 | 52.55 |
| o221ai | 14 | 122.6 |
| o22ai | 14 | 87.58 |
| o311ai | 12 | 105.1 |
| o31ai | 7 | 52.55 |
| or3 | 12 | 75.07 |
| xnor2 | 52 | 470.5 |
| xor2 | 17 | 156.4 |
==> state kept, by name (all words and copies together), names as in the netlist <==
| name | count |
|---|---|
| sine_out | 16 |
| scaled_sine_out | 16 |
| cos_out | 16 |
| phase_increment | 32 |
| initial_phase | 7 |
| phase_accumulator | 32 |
| scaled_wave | 16 |
==> placed cells by master, fill, tap and decap left out, types with 28 or more instances in the layout <==
master,instances
sky130_fd_sc_hd__a211oi_1,31
sky130_fd_sc_hd__a21oi_1,114
sky130_fd_sc_hd__a31oi_1,28
sky130_fd_sc_hd__and2_1,135
sky130_fd_sc_hd__buf_4,43
sky130_fd_sc_hd__clkdlybuf4s50_1,104
sky130_fd_sc_hd__dfrtp_1,71
sky130_fd_sc_hd__dfxtp_1,64
sky130_fd_sc_hd__fa_1,249
sky130_fd_sc_hd__ha_1,134
sky130_fd_sc_hd__inv_1,291
sky130_fd_sc_hd__nand2_1,228
sky130_fd_sc_hd__nand3_1,49
sky130_fd_sc_hd__nor2_1,104
sky130_fd_sc_hd__nor3_1,29
sky130_fd_sc_hd__o21ai_0,100
sky130_fd_sc_hd__xnor2_1,47
==> worst min path at each step <==
stage | start | endpoint | slack [ns] | cells past startpoint
global route | scaled_wave[14]$_DFF_P_ | scaled_sine_out[14]$_DFF_P_ | 0.32 | 0
finish | scaled_wave[14]$_DFF_P_ | scaled_sine_out[14]$_DFF_P_ | 0.32 | 0
CTS | scaled_wave[14]$_DFF_P_ | scaled_sine_out[14]$_DFF_P_ | 0.31 | 0
==> metal layers <==
metal	global-route usage, %	part of all wire (%)	vias to the layer above
met5	0	0	-
met4	4.850	3.0	0
met3	6.539	10	109
met2	28.24	46	750
met1	26.47	41	7503
li1	-	-	7143
==> kinds of logic (layout without fill, tap and decap cells) <==
group                    Yosys count  after routing
multiplexers                      16             16
other                              0              1
AND-OR/OR-AND                    475            475
flip-flops                       135            135
adder cells (fa/ha/maj)          385            385
buffers and inverters            428            473
XOR/XNOR                          70             70
AND/OR/NAND/NOR                  607            607
==> worst register-to-register path: cells and delay by family, from the launching register on <==
kind                     cells  cell delay [ns]
adder cells (fa/ha/maj)      7             3.32
AND-OR/OR-AND                6             1.67
flip-flops                   1             0.86
AND/OR/NAND/NOR              2             0.30
buffers and inverters        3             0.14
XOR/XNOR                     1             0.14
